===== /design/flow/design.v =====
`timescale 1ns / 1ps
module Instruction_Fetch(
	input clock,
	input reset,
	input [99:0] EX_WB,
	output reg [31:0] PC,
	output reg [63:0] IF_ID
    );
reg [31:0] mem[31:0]; 
initial 
begin
				mem[0] <= {6'b000000,5'b00010,5'b00001,5'b00000,5'b00000,6'b000010};  
				mem[1] <= {6'b000001,5'b00100,5'b00010,5'b00001,5'b00000,6'b000001};   
				mem[2] <= {6'b000000,5'b00011,5'b00011,5'b00100,5'b00000,6'b000000};  
				mem[3] <= {6'b000001,5'b00000,5'b00000,5'b00000,5'b00000,6'b000111};  
				mem[4] <= {6'b000111,5'b00110,5'b00111,5'b00000,5'b00000,6'b000111};  
				mem[5] <=  {6'b000110,5'b00110,5'b00111,5'b00000,5'b00000,6'b000111};  
				mem[6] <=  {6'b000101,5'b00110,5'b00111,5'b00000,5'b00000,6'b000111};  
				mem[7] <=  {6'b000011,5'b00000,5'b00000,5'b00000,5'b00000,6'b000001};  
				mem[8] <=  {6'b000010,5'b00000,5'b00000,5'b00000,5'b00000,6'b000111};  
				mem[9] <=  {6'b000010,5'b00000,5'b00000,5'b00000,5'b00000,6'b010000};  
				mem[10] <= {6'b001001,5'b00000,5'b00000,16'b1111111111111000};         
				mem[11] <= {6'b001001,5'b00000,5'b00001,16'b0000000000000010};         
				mem[12] <= {6'b000010,5'b00000,5'b00000,5'b00000,5'b00000,6'b001111};  
				mem[13] <= {6'b001100,5'b01010,5'b01011,5'b00010,5'b00000,6'b000101};  
				mem[14] <= {6'b001000,5'b00000,5'b00000,16'b1111111111111000};         
		 PC <= 0;    
end
		always @ (posedge clock)
		begin 
			if(reset == 0)
			begin 
				if(EX_WB[66] == 1)   
				begin
				PC = EX_WB[63:32];  
				IF_ID[31:0] <= mem[PC];  
				IF_ID[63:32] <= PC;  
				end
				else
				begin
				IF_ID[31:0] <= mem[PC];  
				IF_ID[63:32] <= PC;  
				PC <= PC + 1;   
				end
			end
		end
endmodule

===== /design/flow/config.mk =====
export PLATFORM = sky130hd
export DESIGN_NAME = Instruction_Fetch
export DESIGN_NICKNAME = Instruction_Fetch
export VERILOG_FILES = /design/flow/design.v
export SDC_FILE = /design/flow/constraint.sdc
export NUM_CORES = 4
export LEC_CHECK = 1
export CORE_UTILIZATION = 50

===== /design/flow/run.sh =====
#!/bin/bash
# OpenROAD 26Q1-2900-gdf79404cd8, Yosys 0.63+post, stock flow scripts
make -C /OpenROAD-flow-scripts/flow DESIGN_CONFIG=/design/flow/config.mk WORK_HOME=/design/flow/orfs finish

===== /design/flow/constraint.sdc =====
current_design Instruction_Fetch

set clk_period 7.0
set clk_io_pct 0.2

create_clock -name clk0 -period $clk_period [get_ports {clock}]

set non_clock_inputs [all_inputs -no_clocks]
set_input_delay [expr $clk_period * $clk_io_pct] -clock clk0 $non_clock_inputs
set_output_delay [expr $clk_period * $clk_io_pct] -clock clk0 [all_outputs]

==> results.toml <==
# physical design summary
[floorplanning]
fp.dieH_um = 95.1
floorplan.die_area_um2 = 9040
initial_utilization_pct = 52.2
die-width_um = 95.1
row_count = 33
top_level_ports = 198
core_um2 = 8300

[critical_path]
crit-reg2reg-capture = "PC[28]"
crit_slowest_cell = "buf_4"
critical-path-top-cell-by-count = "buf_4"
worst-r2r-setup-slack_ns = 4.62
worst_ep_required_time_ns = 7.11
worst_path_largest_cell_delay_ns = 0.53
timing.reg2reg.worst_path_depth = 5
critPathTopFamily = "buffers and inverters"
worst_setup_start_kind = "input port"
critical_path.max_fanout = 48
critical_path.reg2reg.startpoint = "PC[0]"
timing.critical_path.to_type = "register"
crit_buf_inv = 4
criticalPathCategory = "in -> reg"
path_cells = "buf_2 -> buf_4 -> mux2i_1 -> buf_4 -> inv_1 -> ha_1 -> and3_1 -> or2_1 -> a221o_1"
worst_ep_arrival_time_ns = 3.89

[grt]
track_usage_pct = 22.6
overflow = 0
grt_pass1_vias = 3044
grt_antenna_before_repair = 0
grt_max_degree = 49
grt_first_pass_wirelength_um = 14700

[power_and_ir_drop]
power_density_nw_per_um2 = 204
vdd_ir_drop_max_mv = 0.110
power_leakage_nw = 2.17

[routing]
detailedRoute.firstIterationViolations = 194
postRouteWirelength_um = 9330
detail-route-antenna-nets = 0
drcViolationCount = 0
detail_route.first_pass.iterations = 4
antenna_cells_inserted = 0
vias = 3339
routed_via_density = 5.51
wl_per_cell_um = 15.4

[synth]
synth.yosys.warnings = 1
syn_area_um2 = 4330
synth.yosys.seq_area_share_pct = 58.2
synth.top_cell.area_share_pct = 58.2
post_syn_area_per_cell_um2 = 11.3
synthDominantAreaCellType = "edfxtp_1"
postSynthRegisterBits = 84
syn-instance-count = 383
enable_flop_cells = 84
synth-async-reset-ratio_pct = 0
synth-cells-yosys = 383
yosysChipArea_um2 = 4330
postSynth.topFlopCell = "edfxtp_1"
ys_types = 48
top_cells_by_area = "edfxtp_1, o21ai_0, nand2_1, buf_4, mux2_2"

[clock_tree]
cts.clk_slew.worst_paths_ns = 0.09
tritoncts = "done"
cts-resized-gates = 0
clock_latency_ns = 0.36
cts_setup_buffers = 0
root_cell_of_the_clock_tree = "clkbuf_8"
cts_buffer_depth = 2
clock_sink_count = 84
cts-buffers-inserted = 9
post_cts_hold_buffer_count = 0
ctsHtreeMaxLevel = 3

[final_layout]
syn2layout_area_growth_pct = 33.5
layout-drive-gt1-share_pct = 7.78
layout_top_cell = "clkdlybuf4s50_1"
final_cell_mix = "clkdlybuf4s50_1, edfxtp_1, nand2_1, o21ai_0, inv_1"
count_of_placed_standard_cells_in_the_final_layout_fillers_left_out = 606
finish.utilization_pct = 69.7
logic_area_um2 = 1550
seq_area_um2 = 2520
layout.filler_cells = 600
finalInstanceArea_um2 = 5790

[final_timing]
hold_violations = 0
fmax_ghz = 0.265
maxSlewHeadroom_pct = 54.0
worst_slew_pin_slew_ns = 0.689
fin_hold_ws_ns = 0.697
rsz0062_at_grt = "false"
post_layout_period_usage_of_the_worst_path_pct = 54.0
drv_slew = 0
final_period_minus_worst_setup_slack_ns = 3.78
setup-tns-final_ns = 0
setup_viol = 0
skew_ns = 0.0115

[placed_design]
detailed_place_hpwl_um = 6570
placedInstanceArea_um2 = 5590
dp_cells = 590
gp_routability_congestion = 0.824
portBuffers = 126

[run_status]
result_of_the_run = "complete, no violations"

[run]
max_cap_violations = 0
tool_warnings = 99

[hold_path]
hold_path_startpoint = "PC[16]"
min-delay-path-class = "reg -> reg"
hold_end = "IF_ID[48]"
hold_path_depth = 2
==> how the worst max path moves through the flow <==
| stage | startpoint | depth (start not counted) | to |
|---|---|---|---|
| 4_1_cts | EX_WB[66] | 9 | IF_ID[16] |
| 5_1_grt | EX_WB[66] | 9 | IF_ID[16] |
| 6_report | EX_WB[66] | 9 | IF_ID[16] |
==> synth_stat cells (4+ instances only) <==
master / n
nor2b_1: 6
mux2i_1: 5
mux2_2: 9
clkbuf_1: 10
and4_1: 4
a31oi_1: 6
inv_1: 23
nor2_1: 19
a211oi_1: 5
buf_4: 15
nor3_1: 4
nand3_1: 12
or4_1: 8
nand4_1: 12
buf_2: 8
and3_1: 8
o21ai_0: 39
ha_1: 8
xnor2_1: 11
a21o_1: 8
edfxtp_1: 84
a21oi_1: 5
nand2_1: 40
==> worst reg2reg max path, cell delays in order, from the launching register on <==
cell	delay, ns
edfxtp_1	0.46
ha_1	0.22
and3_1	0.41
nand4_2	0.29
nor4_1	0.40
mux2_2	0.37
==> routing by layer <==
| metal | share of wire [%] | vias to the layer above | GRT usage (%) | wire [um] |
|---|---|---|---|---|
| met2 | 48 | 102 | 33.2 | 4460 |
| met4 | 1.5 | 0 | 2.78 | 137 |
| met1 | 44 | 1589 | 39.6 | 4090 |
| met3 | 6.9 | 12 | 4.87 | 643 |
| met5 | 0 | - | 0 | 0 |
| li1 | - | 1636 | - | - |
==> sequential cells by signal, summed over array words and instances, names as in the netlist <==
register / count
IF_ID: 52
PC: 32
==> kinds of logic (layout without fill, tap and decap cells) <==
family | after synthesis | after routing | synth area share (%)
multiplexers | 14 | 14 | 3.49
adder cells (fa/ha/maj) | 8 | 8 | 2.31
AND/OR/NAND/NOR | 132 | 132 | 16.4
AND-OR/OR-AND | 76 | 76 | 10.7
buffers and inverters | 56 | 171 | 6.38
other | 1 | 4 | 0.0865
XOR/XNOR | 12 | 12 | 2.42
flip-flops | 84 | 84 | 58.2
==> through the flow <==
stage | worst slack [ns] | power (mW)
after floorplan | 3.23 | 0.721
after global placement | 2.85 | 0.837
after detailed placement | 2.85 | 0.841
after CTS | 3.24 | 1.19
after global routing | 3.00 | 1.23
final | 3.22 | 1.18
==> cell type report <==
class / count / share of cell area (%)
multi-input cells: 246 / 26.7
flip-flops and latches: 84 / 43.6
repair buffers: 132 / 22.5
clock buffers: 9 / 2.14
well taps: 105 / 2.27
clock inverters: 7 / 1.28
inverters: 23 / 1.51
==> where the power goes <==
group	leakage [nW]	internal (mW)	switching, mW
Sequential	0.834	0.606	0.0266
Combinational	1.23	0.121	0.0741
Clock	0.100	0.167	0.184
Power and IR drop assume default switching activity.
