### /design/flow/run.sh
#!/bin/bash
# OpenROAD 26Q1-2900-gdf79404cd8, Yosys 0.63+post, stock flow scripts
make -C /OpenROAD-flow-scripts/flow DESIGN_CONFIG=/design/flow/config.mk WORK_HOME=/design/flow/orfs finish
### /design/flow/config.mk
export PLATFORM = sky130hd
export DESIGN_NAME = Decoder
export DESIGN_NICKNAME = Decoder
export VERILOG_FILES = /design/flow/design.v
export SDC_FILE = /design/flow/constraint.sdc
export NUM_CORES = 4
export LEC_CHECK = 1
export CORE_UTILIZATION = 50
### /design/flow/design.v
`timescale 1ns / 1ps
module Decoder( input clock,input [63:0] IF_ID, input  [99:0] EX_WB,
					 output reg [160:0] ID_EX
    );
reg [31:0] DATA[31:0];
		initial begin
			DATA[0] <= 32'h00000001;
			DATA[1] <= 32'h00000001;
			DATA[2] <= 32'h00000002;
			DATA[3] <= 32'h0000000A;
			DATA[4] <= 32'h0000000F;
			DATA[5] <= 32'h00000005;
			DATA[6] <= 32'h00000006;
			DATA[7] <= 32'h00000007;
			DATA[8] <= 32'h00000008;
			DATA[9] <= 32'h00000009;
			DATA[10] <= 32'h00000010;
			DATA[11] <= 32'h0000000F;
			DATA[12] <= 32'h0000FFFe;
			DATA[13] <= 32'h0000000B;
			DATA[14] <= 32'h0000B000;
			DATA[15] <= 32'h00000000;
			DATA[16] <= 32'h00000000;
			DATA[17] <= 32'h00000000;
			DATA[18] <= 32'h00000000;
			DATA[19] <= 32'h00000000;
			DATA[20] <= 32'h00000000;
		end
always @ (posedge clock)
begin
	if(EX_WB[66] == 1)  
		begin
			DATA[EX_WB[71:67]] <= EX_WB[31:0];  
		end 
	ID_EX[31:0] <= IF_ID[63:32]; 
	ID_EX[63:32] <= DATA[IF_ID[25:21]];  
	ID_EX[95:64] <= DATA[IF_ID[20:16]];  
	ID_EX[100:96] <= IF_ID[15:11];  
	ID_EX[111:101] <= IF_ID[10:0];  
	ID_EX[143:128] <= IF_ID[25:0];  
	ID_EX[159:144] <= {16{IF_ID[15]}};  
				if (EX_WB[65] == 1)  
					begin
							ID_EX[121:106] = 16'b0100000000000000;  
					end
			case (IF_ID[31:26])
				6'b000000: ID_EX[127:112] <= 16'b0000000000000001;  
				6'b000001: ID_EX[127:112] <= 16'b0000000000000010;  
				6'b000010: ID_EX[127:112] <= 16'b0000000000000100;  
				6'b000011: ID_EX[127:112] <= 16'b0000000000001000;  
				6'b000100: ID_EX[127:112] <= 16'b0000000000010000;   
				6'b000101: ID_EX[127:112] <= 16'b0000000000100000;   
				6'b000110: ID_EX[127:112] <= 16'b0000000001000000;   
				6'b000111: ID_EX[127:112] <= 16'b0000000010000000;   
				6'b001000: ID_EX[127:112] <= 16'b0000000100000000;   
				6'b001001: ID_EX[127:112] <= 16'b0000001000000000;    
				6'b001010: ID_EX[127:112] <= 16'b0000010000000000;   
				6'b001011: ID_EX[127:112] <= 16'b0000100000000000;  
				6'b001100: ID_EX[127:112] <= 16'b0001000000000000;  
				6'b001101: ID_EX[127:112] <= 16'b0010000000000000;   
				6'b001110: ID_EX[127:112] <= 16'b0100000000000000;   
			endcase
	end
endmodule
### /design/flow/constraint.sdc
current_design Decoder

set clk_period 8.6
set clk_io_pct 0.2

create_clock -name clk0 -period $clk_period [get_ports {clock}]

set non_clock_inputs [all_inputs -no_clocks]
set_input_delay [expr $clk_period * $clk_io_pct] -clock clk0 $non_clock_inputs
set_output_delay [expr $clk_period * $clk_io_pct] -clock clk0 [all_outputs]
==> impl_metrics.toml <==
# flow metrics
[setup_path]
r2r_cells = 5
cp.arrival_ns = 4.72
startpoint_type = "primary input"
r2r-end = "ID_EX[47]"
reg2reg_setup_slack_ns = 6.92
crit_required_ns = 9.12
critical_path_peak_fanout = 44
timing.rr.start = "DATA[2][15]"
worstSetupEndpoint = "ID_EX[47]"
crit_type = "primary input to flip-flop"
cp-end-kind = "flip-flop"
startpoint = "IF_ID[23]"

[route]
vias = 33014
ant_nets = 0
wl_mm = 157
wire_per_inst_um = 29.7
dr.pass1.iters = 6
drcViolationCount = 0
viasPerCell = 6.25
dr.first_iter.drc_count = 2229

[final_timing]
final-hold-violation-count = 0
finalClockSkew_ns = 0.166
drv_slew = 0
fin_setup_tns_ns = 0
timing.hold.ws_ns = 0.635
fmax_ghz = 0.238
period_used_pct = 48.9
max_slew_margin_pct = 32.3
finalWorstPathRequiredPeriod_ns = 4.21
fin_ws_ns = 4.39
rsz0062_at_grt = "false"
worst_slew_pin_slew_ns = 1.01
setup_viol = 0

[grt]
grt_pass1_wl_mm = 226
gr-total-overflow = 0
antenna_found_initial = 5
met3_usage_pct = 22.1
grt_pass1_vias = 34616
use_met1_pct = 42.4
grt_busiest_layer = "met2"
grt_max_degree = 90
grt_usage_pct = 32.9
use_met2_pct = 47.4

[place]
port_buffers = 256
post-dp-hpwl_mm = 85.4
routabilityCongestion = 0.876
post-place-ws_ns = 3.71

[synth]
ff_type = "edfxtp_1"
synthDistinctLibCells = 28
topCellsByArea = "edfxtp_1 60%, mux2i_1 20%, dfxtp_1 4.3%, a22oi_1 2.8%, a22o_1 2.2%"
largest_area_cell = "edfxtp_1"
edf_count = 1039
top_cell_area_share_pct = 60.2
yosys_area_sq_um = 51900
synthCells = 3580
yosys_cells = 3580
ys_warn_count = 2
ys_seq_share_pct = 64.5
ys_seq_elements = 1151
async_flop_share_pct = 0
syn_avg_cell_area_sq_um = 14.5
mappedNetlistArea_sq_um = 51900

[pwr]
ir_drop_mv = 0.148
p_per_area_nw_per_um2 = 212
leakagePower_nw = 22.2
power_mw = 12.7

[cells_and_area]
layout-drive-gt1-share_pct = 9.32
area_delta_synth_final_pct = 15.3

[run]
cap_violations = 0
warning_count = 87

[clock_network]
clock_sinks = 1151
clock_latency_ns = 0.72
cts_buffers = 129
cts_max_level = 4
tritoncts = "built"
hold_buffers = 0
clkTransAtPathRegs_ns = 0.06
ctsRootBufferMaster = "clkbuf_16"
post_cts_buffers = 0
cts_resized = 0
cts_buffer_depth = 3

[floorplan]
dieArea_sq_um = 105000
die_w_um = 324
io_pins = 326
fp.dieH_um = 324
fp-utilization_pct = 50.7
core_sq_um = 102000
rows = 117

[hold_path]
hold_path.class = "flip-flop to flip-flop"

[status]
status = "complete, no violations"
## flip-flops by register name, summed over array words and instances (netlist names)
name,cells
DATA,1024
ID_EX,127
## per-layer routing
layer  routed length [um]  share of wire, %
met4                 5820               3.7
met5                  115             0.073
met1                54000                34
met3                25100                16
met2                71600                46
## final cells by class
| class | instances | area [sq um] |
|---|---|---|
| Antenna cell | 1 | 2.50 |
| Fill cell | 7467 | 42500 |
| Tap cell | 1368 | 1710 |
| Timing Repair Buffer | 380 | 3570 |
| Clock buffer | 192 | 3800 |
| Clock inverter | 44 | 330 |
| Multi-Input combinational cell | 2148 | 17000 |
| Sequential cell | 1151 | 33400 |
## cells in the mapped netlist, types with 3 or more instances
| library cell | number |
|---|---|
| mux2i_1 | 1024 |
| a22o_1 | 128 |
| nor2b_1 | 4 |
| nor3_1 | 69 |
| a21oi_1 | 192 |
| buf_2 | 80 |
| buf_6 | 37 |
| buf_1 | 8 |
| a31oi_1 | 64 |
| clkbuf_1 | 73 |
| or2_2 | 3 |
| nand3b_1 | 7 |
| nand2_1 | 200 |
| nand2b_1 | 6 |
| nor2_1 | 48 |
| buf_4 | 86 |
| nand3_1 | 195 |
| edfxtp_1 | 1039 |
| clkbuf_4 | 4 |
| dfxtp_1 | 112 |
| a22oi_1 | 192 |
## stage by stage
stage / cell area, sq um / utilization [%] / instances
floorplan: 51900 / - / 3587
global placement: 55700 / 54.4 / 5047
detailed placement: 55700 / 54.4 / 5047
CTS: 59800 / 58.4 / 5283
global route: 59800 / 58.4 / 5283
finish: 59800 / 58.4 / 5284
## cell usage in the layout, fill, tap and decap left out, types with 16 or more instances in the layout
cell             Yosys  final
a21oi_1            192    192
a22o_1             128    128
a22oi_1            192    192
a31oi_1             64     64
buf_4               86    119
clkbuf_1            73     37
clkbuf_16            0    137
clkbuf_8             0     16
clkdlybuf4s50_1      0    254
clkinv_2             0     22
dfxtp_1            112    112
edfxtp_1          1039   1039
mux2i_1           1024   1024
nand2_1            200    198
nand3_1            195    195
nor2_4               0     34
nor3_1              69     69
## critical path, stage by stage
cell	delay, ns
clkdlybuf4s50_1	0.63
and2_4	0.62
buf_4	0.72
a22o_1	0.26
nor3_1	0.05
a31oi_1	0.37
nand3_1	0.31
## power breakdown
group	switching [mW]	total (mW)	internal [mW]
logic	0.627	1.07	0.439
registers	0.0595	6.27	6.21
clock network	2.16	5.33	3.18
## how the worst min path moves through the flow
stage | from | endpoint | slack [ns] | depth (start not counted)
CTS | DATA[25][28] | ID_EX[60] | 0.64 | 4
global route | DATA[9][27] | ID_EX[91] | 0.68 | 4
finish | DATA[25][28] | ID_EX[60] | 0.64 | 4
## cells by family after synthesis
kind of cell | count (synthesis) | share of synthesized area, %
buffers and inverters | 288 | 3.46
and+or+nand+nor | 538 | 4.68
AOI/OAI and AO/OA | 578 | 7.59
DFF | 1151 | 64.5
muxes | 1024 | 19.8
other | 1 | 0.00723
Power is estimated from default activity; no workload was simulated.
